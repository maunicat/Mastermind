`design.v`:
```
 module mastermind(
		CLOCK_50,						 
        SW,
		VGA_CLK,   						 
		VGA_HS,							 
		VGA_VS,							 
		VGA_BLANK_N,						 
		VGA_SYNC_N,						 
		VGA_R,   						 
		VGA_G,	 						 
		VGA_B,   						 
		LEDR,
		LEDG,
		KEY
	);
	input	CLOCK_50;				 
	input [17:0] SW;
	input [3:0] KEY;
	output VGA_CLK;       
	output VGA_HS;			 
	output VGA_VS;			 
	output VGA_BLANK_N;	 
	output VGA_SYNC_N;	 
	output [9:0] VGA_R;   
	output [9:0] VGA_G;	 
	output [9:0] VGA_B;   
	output [17:0] LEDR;  
	output [7:0] LEDG;  
	wire resetn, enter, load;  
	assign resetn = SW[17]; 
	assign enter = !KEY[0];  
	wire [7:0] x;
	wire [6:0] y;
	wire [2:0] colour_in;
	wire writeEn;
	wire startCount;
   wire [7:0] x_out;
	wire [6:0] y_out;
	wire [2:0] colour_out;
	assign colour_in = SW[2:0];
	wire draw_En = 1'b1;
	vga_adapter VGA(
			.resetn(resetn),
			.clock(CLOCK_50),
			.colour(colour_out),
			.x(x_out),
			.y(y_out),
			.plot(writeEn),
			.VGA_R(VGA_R),
			.VGA_G(VGA_G),
			.VGA_B(VGA_B),
			.VGA_HS(VGA_HS),
			.VGA_VS(VGA_VS),
			.VGA_BLANK(VGA_BLANK_N),
			.VGA_SYNC(VGA_SYNC_N),
			.VGA_CLK(VGA_CLK));
		defparam VGA.RESOLUTION = "160x120";
		defparam VGA.MONOCHROME = "FALSE";
		defparam VGA.BITS_PER_COLOUR_CHANNEL = 1;
		defparam VGA.BACKGROUND_IMAGE = "MM_Final2.mif";
	datapath d0(
    	.enable(startCount),
		.clk(CLOCK_50),
		.fourbit(fourbyfour),
        .resetn(resetn),
       .x_out(x_out),
       .y_out(y_out),
       .x_in(x),
       .y_in(y)
	 );
	control c0(
	 .clk(CLOCK_50),
	 .resetn(resetn),
	 .go(draw_En),
	 .plot(writeEn),
	 .enable_counter(startCount)
	 );
	gameboard g0(
	   .clk(CLOCK_50),
	   .resetn(resetn),
	   .enter(enter),
		.colour_in(colour_in),
		.colour_out(colour_out),
		.x(x),
		.y(y),
		.leds(LEDR[17:0]),
		.ledg(LEDG[7:0])
	);
endmodule
module gameboard(
    clk,
    resetn,
    enter,
    colour_in,
	 colour_out,
	x,
	y,
	leds,
	ledg
);
	input clk, resetn, enter; 
	input [2:0] colour_in;  
	reg codetoguess;  
	reg [2:0] code0, code1, code2, code3, guess0, guess1, guess2, guess3;
	reg [2:0] c;
	reg [2:0] code0_seen, code1_seen, code2_seen, code3_seen;
	reg [2:0] code0_rspot, code1_rspot,code2_rspot,code3_rspot;
	reg [2:0] rspot;  
	reg [2:0] wspot;  
	reg [26:0] count;
	output reg [17:0] leds;  
	output reg [7:0] ledg;  
	output reg [7:0] x; 
	output reg [6:0] y;
	reg [6:0] y_decrement;
	output reg [2:0] colour_out;
	reg [5:0] current_state;
	reg [5:0] next_state;
localparam SETUP              = 5'b11111,
           CODE_0             = 5'b11101,
           CODE_1_WAIT        = 5'b11100,
           CODE_1             = 5'b10100,
           CODE_2_WAIT        = 5'b10101,
           CODE_2             = 5'b10111,
           CODE_3_WAIT        = 5'b10110,
           CODE_3             = 5'b10010,
           GUESS_0_WAIT       = 5'b10000,
           GUESS_0            = 5'b00000,
           GUESS_1_WAIT       = 5'b00001,
           GUESS_1            = 5'b00011,
           GUESS_2_WAIT       = 5'b00010,
           GUESS_2            = 5'b00110,
           GUESS_3_WAIT       = 5'b00111,
           GUESS_3            = 5'b00101,
           ASSESS_GUESS_WAIT  = 5'b00100,
           ASSESS_GUESS       = 5'b01100,
	   CLUE_0_WAIT        = 5'b01101,
           CLUE_0             = 5'b01001,
	   CLUE_1_WAIT        = 5'b01011,
	   CLUE_1             = 5'b01010,
	   CLUE_2_WAIT        = 5'b11010,
	   CLUE_2	      = 5'b11011,
	   CLUE_3_WAIT	      = 5'b11001,
     	   CLUE_3             = 5'b11000,
           ROW_BACK           = 5'b01000,
           GAME_OVER          = 5'b01110,
           WON                = 5'b11110,
           LOST               = 5'b01111;
 always @(*)
    begin: state_table
            case (current_state)
                SETUP: next_state = resetn ? CODE_0 : SETUP;
                CODE_0: next_state = enter ? CODE_1_WAIT : CODE_0;  
                CODE_1_WAIT: next_state = enter ? CODE_1_WAIT : CODE_1;  
                CODE_1: next_state = enter ? CODE_2_WAIT : CODE_1;
                CODE_2_WAIT: next_state = enter ? CODE_2_WAIT : CODE_2;
                CODE_2: next_state = enter ? CODE_3_WAIT : CODE_2;
                CODE_3_WAIT: next_state = enter ? CODE_3_WAIT : CODE_3;
                CODE_3: next_state = enter ? GUESS_0_WAIT : CODE_3;
                GUESS_0_WAIT: next_state = enter ? GUESS_0_WAIT : GUESS_0;
                GUESS_0: next_state = enter ? GUESS_1_WAIT : GUESS_0;
                GUESS_1_WAIT: next_state = enter ? GUESS_1_WAIT : GUESS_1;
                GUESS_1: next_state = enter ? GUESS_2_WAIT : GUESS_1;
                GUESS_2_WAIT: next_state = enter ? GUESS_2_WAIT : GUESS_2;
                GUESS_2: next_state = enter ? GUESS_3_WAIT : GUESS_2;
                GUESS_3_WAIT: next_state = enter ? GUESS_3_WAIT : GUESS_3;
                GUESS_3: next_state = enter ? ASSESS_GUESS_WAIT : GUESS_3;
                ASSESS_GUESS_WAIT: next_state = enter ? ASSESS_GUESS_WAIT : ASSESS_GUESS;
	        ASSESS_GUESS: next_state = ((y == 7'b0011100) || (rspot == 3'b100)) ? GAME_OVER : CLUE_0_WAIT;  
		CLUE_0_WAIT: next_state = enter ? CLUE_0_WAIT : CLUE_0;
		CLUE_0: next_state = enter ? CLUE_1_WAIT : CLUE_0;
		CLUE_1_WAIT: next_state = enter ? CLUE_1_WAIT : CLUE_1;
		CLUE_1: next_state = enter ? CLUE_2_WAIT : CLUE_1;
		CLUE_2_WAIT: next_state = enter ? CLUE_2_WAIT : CLUE_2;
		CLUE_2: next_state = enter ? CLUE_3_WAIT : CLUE_2;
		CLUE_3_WAIT: next_state = enter ? CLUE_3_WAIT : CLUE_3;
		CLUE_3: next_state = enter ? ROW_BACK : CLUE_3;
                ROW_BACK: next_state = enter ? GUESS_0_WAIT : ROW_BACK;
		    GAME_OVER: next_state = (rspot == 3'b100) ? WON : LOST;  
                WON: next_state = enter ? SETUP : WON;
                LOST: next_state = enter ? SETUP : LOST;
            default: next_state = SETUP;
        endcase
    end
    always @(*)
    begin: enable_signals
        case (current_state)
			SETUP: begin
				rspot = 3'b000;
				wspot = 3'b000;
				x = 8'b00111111;
				code0 = 3'b000;
				code1 = 3'b000;
				code2 = 3'b000;
				code3 = 3'b000;
				guess0 = 3'b000;
				guess1 = 3'b000;
				guess2 = 3'b000;
				guess3 = 3'b000;
				code0_seen = 3'b000;
				code1_seen = 3'b000;
				code2_seen = 3'b000;
				code3_seen = 3'b000;
				codetoguess = 1'b1;
			end
			CODE_0: begin
				colour_out <= colour_in;
				code0 <= colour_in;
				x <= 8'b01000010;
			end
			CODE_1_WAIT: begin
				colour_out = 3'b000;
			end
			CODE_1: begin
				colour_out <= colour_in;
				code1 <= colour_in;
				x <= 8'b01001010;
			end
			CODE_2_WAIT: begin
				colour_out = 3'b000;
			end
			CODE_2: begin
				colour_out <= colour_in;
				code2 <= colour_in;
				x <= 8'b01010010;
			end
			CODE_3_WAIT: begin
				colour_out = 3'b000;
			end
			CODE_3: begin
				colour_out <= colour_in;
				c <= colour_in;
				code3 <= c;
				x <= 8'b01011010;
			end
			GUESS_0_WAIT: begin
				colour_out <= colour_in;
				x = 8'b00111111;
				end
			GUESS_0: begin
				colour_out <= colour_in;
				guess0 <= colour_in;
				x <= 8'b00111111;
				code0_seen = 3'b000;
				code1_seen = 3'b000;
				code2_seen = 3'b000;
				code3_seen = 3'b000;
				code0_rspot = 3'b000;
				code1_rspot = 3'b000;
				code2_rspot= 3'b000;
				code3_rspot = 3'b000;
				codetoguess = 3'b0;
				end
			GUESS_1: begin
				colour_out <= colour_in;
				guess1 <= colour_in;
				x <= 8'b01000111;
			end
			GUESS_2: begin
				colour_out <= colour_in;
				guess2 <= colour_in;
				x <= 8'b01001111;
			end
			GUESS_3: begin
				colour_out <= colour_in;
				guess3 <= colour_in;
				x <= 8'b01010111;
			end
			ASSESS_GUESS: begin
				rspot = (guess0 == code0) + (guess1 == code1) + (guess2 == code2) + (guess3 == code3);
				if (guess0 == code0)
					code0_rspot = 3'b001;
				if (guess1 == code1)
					code1_rspot = 3'b001;
				if (guess2 == code2)
					code2_rspot = 3'b001;
				if (guess3 == code3)
					code3_rspot = 3'b001;
				if ((guess0 == code1) && (code1_seen == 3'b000) && (code0_rspot == 3'b000) && (code1_rspot == 3'b000))
					code1_seen = 3'b001;
				else if ((guess0 == code2) && (code2_seen == 3'b000) && (code0_rspot == 3'b000) && (code2_rspot == 3'b000))
					code2_seen = 3'b001;
				else if ((guess0 == code3) && (code3_seen == 3'b000) && (code0_rspot == 3'b000) && (code3_rspot == 3'b000))
					code3_seen = 3'b001;
				if ((guess1 == code0) && (code0_seen == 3'b000) && (code1_rspot == 3'b000) && (code0_rspot == 3'b000))
				  code0_seen = 3'b001;
				else if ((guess1 == code2) && (code2_seen == 3'b000) && (code1_rspot == 3'b000) && (code2_rspot == 3'b000))
				  code2_seen = 3'b001;
				else if ((guess1 == code3) && (code3_seen == 3'b000) && (code1_rspot == 3'b000) && (code3_rspot == 3'b000))
				  code3_seen = 3'b001;
				if ((guess2 == code0) && (code0_seen == 3'b000) && (code2_rspot == 3'b000) && (code0_rspot == 3'b000))
					code0_seen = 3'b001;
				else if ((guess2 == code1) && (code1_seen == 3'b000) && (code2_rspot == 3'b000) && (code1_rspot == 3'b000))
					code1_seen = 3'b001;
				else if ((guess2 == code3) && (code3_seen == 3'b000) && (code2_rspot == 3'b000) && (code3_rspot == 3'b000))
					code3_seen = 3'b001;
				if ((guess3 == code0) && (code0_seen == 3'b000) && (code3_rspot == 3'b000) && (code0_rspot == 3'b000))
					code0_seen = 3'b001;
				else if ((guess3 == code1) && (code1_seen == 3'b000) && (code3_rspot == 3'b000) && (code1_rspot == 3'b000))
					code1_seen = 3'b001;
				else if ((guess3 == code2) && (code2_seen == 3'b000) && (code3_rspot == 3'b000) && (code2_rspot == 3'b000))
					code2_seen = 3'b001;
				wspot <= code0_seen + code1_seen + code2_seen + code3_seen;
			end
			CLUE_0: begin
				x = 8'b01100001;
				if (rspot >= 3'b001)
					colour_out = 3'b100;
				else if (wspot >= 3'b001)
					colour_out = 3'b111;
				else
					colour_out = 3'b000;
			end
			CLUE_1_WAIT: begin
				colour_out <= 3'b000;
				x = 8'b01100110;
			end
			CLUE_1: begin
				x = 8'b01100110;
				if ((rspot >= 3'b010))
					colour_out = 3'b100;
				else if ((wspot >= 3'b001 && rspot == 3'b001) || (wspot >= 3'b010 && rspot == 3'b000))
					colour_out = 3'b111;
				else
					colour_out = 3'b000;
			end
			CLUE_2_WAIT: begin
				colour_out <= 3'b000;
				x = 8'b01101011;
			end
			CLUE_2: begin
				x = 8'b01101011;
				if ((rspot >= 3'b011))
					colour_out = 3'b100;
				else if ((wspot >= 3'b011 && rspot == 3'b000) || (wspot >= 3'b010 && rspot == 3'b001) || 
				(wspot >= 3'b001 && rspot == 3'b010))
					colour_out = 3'b111;
				else
					colour_out = 3'b000;
			end
			CLUE_3_WAIT: begin
				colour_out <= 3'b000;
				x = 8'b01110000;
			end
			CLUE_3: begin
				x = 8'b01110000;
				if ((rspot == 3'b100))
					colour_out = 3'b100;
				else if ((wspot == 3'b100 && rspot == 3'b000) || (wspot >= 3'b011 && rspot == 3'b001) || 
				(wspot >= 3'b010 && rspot == 3'b010) ||  (wspot >= 3'b001 && rspot == 3'b011))
					colour_out = 3'b111;
				else
					colour_out = 3'b000;
			end
        endcase
    end
	always @(posedge clk)
	begin
		if (!resetn)
			count <= 0;
		else
			count <= count + 1;
	end
	always @(*)
	begin
		case (current_state)
			LOST: begin
				 leds[17] <= count[23];
				 leds[16] <= count[24];
				 leds[15] <= count[23];
				 leds[14] <= count[24];
				 leds[13] <= count[23];
				 leds[12] <= count[24];
				 leds[11] <= count[23];
				 leds[10] <= count[24];
				 leds[9] <= count[23];
				 leds[8] <= count[24];
				 leds[7] <= count[23];
				 leds[6] <= count[24];
				 leds[5] <= count[23];
				 leds[4] <= count[24];
				 leds[3] <= count[23];
				 leds[2] <= count[24];
				 leds[1] <= count[23];
				 leds[0] <= count[24];
			end
			WON: begin
				 ledg[7] <= count[23];
				 ledg[6] <= count[24];
				 ledg[5] <= count[23];
			         ledg[4] <= count[24];
				 ledg[3] <= count[23];
				 ledg[2] <= count[24];
				 ledg[1] <= count[23];
				 ledg[0] <= count[24];
			end
		endcase
	end
	always @(*)
	begin
		if (current_state == SETUP)
			y_decrement = 7'b0000000;
		else if (current_state == ROW_BACK)
			y_decrement = y - 7'b0001001;
	end
	always@(posedge clk)
	begin
		if (current_state == SETUP)
			y = 7'b0010001;
		else if (current_state == GUESS_0_WAIT && codetoguess == 1'b1)
			y <= 7'b1101101;
		else if (current_state == ROW_BACK)
			y <= y_decrement;
	end
    always@(posedge clk)
    begin
        if(!resetn)
            current_state <= SETUP;
		else
            current_state <= next_state;
	end
endmodule
module control(
    input clk,
    input resetn,
    input go,
    output reg plot,
    output reg enable_counter
    );
	reg [3:0] current_state, next_state;
	localparam  S_INIT      = 2'b00,
                S_CYCLE_0       = 2'b01,
                S_CYCLE_1       = 2'b11,
		S_CYCLE_2  	= 2'b10;
    always@(*)
    begin: state_table
            case (current_state)
                S_INIT: next_state = go ? S_CYCLE_0: S_INIT; 
                S_CYCLE_0: next_state = S_CYCLE_1;
                S_CYCLE_1: next_state = S_CYCLE_2;
				S_CYCLE_2: next_state = S_INIT;
            default: 	   next_state = S_INIT;
        endcase
    end  
    always @(*)
    begin: enable_signals
		plot = 1'b0;
		enable_counter = 1'b0;
		case(current_state)
			S_INIT: begin
				plot = 1'b0;
				enable_counter = 1'b0;
			end
			S_CYCLE_0: begin
				plot = 1'b1;
				enable_counter = 1'b1;
			end
        endcase
    end  
    always@(posedge clk)
    begin: state_FFs
        if(!resetn)
            current_state <= S_INIT;
        else
            current_state <= next_state;
    end  
endmodule
module datapath(enable, clk, x_in, y_in, resetn, x_out, y_out, fourbit);
   input clk, enable, resetn;
   input [7:0] x_in;
   input [6:0] y_in;
   input fourbit;
   output [7:0] x_out;
   output [6:0] y_out;
   reg [3:0] counter;
    always @(posedge clk)
    begin
        if (resetn == 1'b0)
            counter <= 4'b0000;
        else if(enable == 1'b1)
	    counter <= counter + 1'b1;
    end
   assign x_out = x_in + counter[1:0];
   assign y_out = y_in + counter[3:2];
endmodule
```
`run.sh`:
```
#!/bin/bash
# OpenROAD 26Q1-2900-gdf79404cd8, Yosys 0.63+post, stock flow scripts
make -C /OpenROAD-flow-scripts/flow DESIGN_CONFIG=/design/flow/config.mk WORK_HOME=/design/flow/orfs finish
```
`config.mk`:
```
export PLATFORM = sky130hd
export DESIGN_NAME = gameboard
export DESIGN_NICKNAME = gameboard
export VERILOG_FILES = /design/flow/design.v
export SDC_FILE = /design/flow/constraint.sdc
export NUM_CORES = 4
export LEC_CHECK = 1
export CORE_UTILIZATION = 50
```
`constraint.sdc`:
```
current_design gameboard

set clk_period 3.3
set clk_io_pct 0.2

create_clock -name clk0 -period $clk_period [get_ports {clk}]

set non_clock_inputs [all_inputs -no_clocks]
set_input_delay [expr $clk_period * $clk_io_pct] -clock clk0 $non_clock_inputs
set_output_delay [expr $clk_period * $clk_io_pct] -clock clk0 [all_outputs]
```
==> metrics.csv <==
metric;value;unit
outcome;complete, no violations;
Sw Pwr;0.388;mW
Worst VDD drop;356;uV
yosys aoi share;9.14;%
vias in the first global route;3869;
Final Cycle Share;58.9;%
critical path cell sequence;clkdlybuf4s50_1;
I/O Pins;50;
Max Root-Sink Buffers;2;
Synth mux share;1.64;%
DP Cell Count;793;
RSZ-0062 raised after global routing;false;
PwrDens;305;nW/um^2
Die W;108;um
sink of the worst hold path;current_state[7];
DRT Wirelength;11.6;mm
endpoints left unconstrained;115;
antenna viol nets, final;0;
Max-cap violations;0;
xor/xnor share;11.5;%
Core Rows;38;
FFs w/ async S/R, synth;0;%
clk root buf;clkbuf_16;
dpl hpwl;8.91;mm
port bufs;48;
DR pass1 iterations;7;
FILL cells;983;
Resized Gates After CTS;0;
Post-CTS Hold Fix Bufs;0;
Req. time, crit path;2640;ps
pin count of the biggest net entering global routing;26;
yosys simple share;26.3;%
Worst setup SP type;flip-flop;
tool warnings;26;
Hold Violations, Final;0;
CP peak stage delay;510;ps
Reg2Reg Depth;6;
first-pass GRT wire length;19.0;mm
power share of the combinational group;4.6;%
post-CTS setup buffer count;0;
CP Capture Type;output port;
Worst Skew;4.62;ps
R2R Setup Slk;1370;ps
die area;11700;sq um
Yosys cell types;57;
mapped cell area;5650;sq um
Chip Area, Yosys;5650;sq um
fp util;51.7;%
count of unclocked register or latch pins;79;
worst min-delay path class;flip-flop to flip-flop;
P&R area growth vs syn;13.5;%
WP buf/inv;1;
kind of critical path;flip-flop to output port;
drt wl/cell;14.3;um
number of diodes;0;
Core ar.;10900;sq um
Clk network pwr share;54.4;%
Worst Path Arrival;1280;ps
# DRC;0;
Setup TNS Final;0;ps
total power;1.96;mW
Slew headroom;46.2;%
GRT overflow;0;
max-slew violations;0;
Yosys reg bits;141;
leak pwr;2.65;nW
share of layout cells above drive strength 1;5.08;%
Die Y;108;um
CP max-delay cell;clkdlybuf4s50_1;
reg2reg start;count[3];
via-per-instance ratio;5.20;
sequential fraction of design power;40.9;%
fmax;0.514;GHz
Largest logic family;simple AND/OR/NAND/NOR gates;
Worst-path clk slew;50;ps
Pint;1.57;mW
Synth Instances;648;
Finished Layout Cells;809;
iteration-0 DRC count of the detailed router;182;
HP Start;current_state[5];
switching share of power;19.8;%
adder share;2.97;%
GPL Wtd Cong;0.879;
Crit path max-delay family;buffers and inverters;
antenna violations before repair;0;
synth warn;77;
Clock Latency Late Sink;320;ps
CTS Buf Count;9;
All-Layer GR Usage;21.4;%
min cycle time layout;1940;ps
H-tree levels;3;
Final Setup Violations;0;
final hold slack;438;ps
TritonCTS clock tree;built;
hold-critical path depth;2;
count of library flops with an enable pin;0;
average size of a mapped cell;8.72;sq um
worst-path fanout max;7;
via count;4210;
Yosys Instances;648;
Slew @ Worst Pin;801;ps
ys flop type;dlxtn_1;
R2R Path End;count[23];
synthesized netlist by cell type, types with 8 or more instances:
cell type,number,area [sq um]
a21oi_1,21,105
clkbuf_1,22,82.6
xnor2_1,39,342
and2_1,58,363
nor3_1,24,120
nand3_1,15,75.1
inv_1,14,52.6
o21ai_0,12,60.1
dlxtn_1,72,1080
nand2_1,23,86.3
or3_1,8,50.1
dfxtp_1,62,1240
nor3b_1,10,75.1
nor2_1,84,315
xor2_1,35,307
buf_4,23,173
nor4_1,9,56.3
nand4_1,14,87.6
how the worst max path moves through the flow:
stage                  endpoint  startpoint  cells past startpoint  slack, ps
after CTS                  y[2]        y[2]                      1       1330
after global routing  count[23]    count[3]                      6       1170
final                      y[4]        y[4]                      1       1360
kinds of logic (layout without fill, tap and decap cells):
logic type	after synthesis	count (layout)
adders and majority gates	11	11
latches	79	79
and+or+nand+nor	277	277
DFF	62	62
other	1	1
buffers and inverters	60	81
xor gates and xnor gates	74	74
muxes	9	9
AOI/OAI and AO/OA	75	75
per-stage QoR:
step	utilization, %	cell area [sq um]	setup WS (ps)
floorplan	-	5650	1540
global placement	55.5	6070	1170
detailed placement	55.5	6070	1110
CTS	58.6	6410	1330
global route	58.6	6410	1170
finish	58.6	6410	1360
final cells by class:
class,count,area [sq um],area share (%)
Sequential cell,141,2430,37.8
Inverter,15,56.3,0.878
Clock buffer,9,225,3.51
Multi-Input combinational cell,447,2910,45.4
Timing Repair Buffer,50,495,7.73
Tap cell,140,175,2.73
Clock inverter,7,120,1.87
state kept, by name (all words and copies together), names as in the netlist, 7 cells and up:
name,flops
y_decrement,7
current_state,30
y,7
count,25
x,7
power groups by stage:
stage         sequential, mW  combinational (mW)  clock (mW)
finish                 0.801              0.0907        1.06
global route           0.802               0.103        1.12
CTS                    0.801              0.0921        1.09
per-layer routing:
| layer | global-route usage (%) | routed length (um) |
|---|---|---|
| met5 | 0 | 0 |
| met4 | 3.57 | 186 |
| met3 | 2.27 | 257 |
| met2 | 34.4 | 5430 |
| met1 | 32.8 | 5690 |
layout by cell type (no fill, tap or decap), drive strengths merged, types with 21 or more instances in the layout:
cell           instances
a21oi                 21
and2                  59
clkdlybuf4s50         48
dfxtp                 62
dlxtn                 72
nand2                 24
nor2                  84
nor3                  25
xnor2                 39
xor2                  35
Power figures rest on the tool's default switching activity, not on a simulated workload.
